File: design.v
module vga(
    input  i_rst_n,
    input  i_clk_25M,
    output [7:0] VGA_B,
	output VGA_BLANK_N,
	output VGA_CLK,
	output [7:0] VGA_G,
	output VGA_HS,
	output [7:0] VGA_R,
	output VGA_SYNC_N,
	output VGA_VS,
    output [19:0] o_addr_display,
    input  [15:0] i_pixel_value,
    input i_start_display
);
    logic [9:0] x_cnt_r, x_cnt_w;
    logic [9:0] y_cnt_r, y_cnt_w;
    logic hsync_r, hsync_w, vsync_r, vsync_w;
    logic [7:0] vga_r_r, vga_g_r, vga_b_r, vga_r_w, vga_g_w, vga_b_w;
    logic [19:0] addr_display_r, addr_display_w;
    logic state_r, state_w;
    localparam H_FRONT  =   16;
    localparam H_SYNC   =   96;
    localparam H_BACK   =   48;
    localparam H_ACT    =   640;
    localparam H_BLANK  =   H_FRONT + H_SYNC + H_BACK;
    localparam H_TOTAL  =   H_FRONT + H_SYNC + H_BACK + H_ACT;
    localparam V_FRONT  =   10;
    localparam V_SYNC   =   2;
    localparam V_BACK   =   33;
    localparam V_ACT    =   480;
    localparam V_BLANK  =   V_FRONT + V_SYNC + V_BACK;
    localparam V_TOTAL  =   V_FRONT + V_SYNC + V_BACK + V_ACT;
    localparam S_IDLE    = 1'b0;
    localparam S_DISPLAY = 1'b1;
    assign VGA_CLK      =   i_clk_25M;
    assign VGA_HS       =   hsync_r;
    assign VGA_VS       =   vsync_r;
    assign VGA_R        =   vga_r_r;
    assign VGA_G        =   vga_g_r;
    assign VGA_B        =   vga_b_r;
    assign VGA_SYNC_N   =   1'b0;
    assign VGA_BLANK_N  =   ~((x_cnt_r < H_BLANK) || (y_cnt_r < V_BLANK));
    assign o_addr_display = addr_display_r;
    always_comb begin
        case(state_r)
            S_IDLE: begin
                x_cnt_w = 0;
            end
            S_DISPLAY: begin
                if (x_cnt_r == 800) begin
                    x_cnt_w = 0;
                end
                else begin
                    x_cnt_w = x_cnt_r + 1;
                end
            end
        endcase
    end
    always_comb begin
        case(state_r)
            S_IDLE: begin
                y_cnt_w = 0;
            end
            S_DISPLAY: begin
                if (y_cnt_r == 525) begin
                    y_cnt_w = 0;
                end
                else if (x_cnt_r == 800) begin
                    y_cnt_w = y_cnt_r + 1;
                end
                else begin
                    y_cnt_w = y_cnt_r;
                end
            end
        endcase
    end
    always_comb begin
        case(state_r)
            S_IDLE: begin
                hsync_w = 1'b1;
            end
            S_DISPLAY: begin
                if (x_cnt_r == 0) begin
                    hsync_w = 1'b0;
                end
                else if (x_cnt_r == H_SYNC) begin
                    hsync_w = 1'b1;
                end
                else begin
                    hsync_w = hsync_r;
                end
            end
        endcase
    end
    always_comb begin
        case(state_r)
            S_IDLE: begin
                vsync_w = 1'b1;
            end
            S_DISPLAY: begin
                if (y_cnt_r == 0) begin
                    vsync_w = 1'b0;
                end
                else if (y_cnt_r == V_SYNC) begin
                    vsync_w = 1'b1;                 
                end
                else begin
                    vsync_w = vsync_r;
                end
            end
        endcase
    end
    always_comb begin
        case(state_r)
            S_IDLE: begin
                addr_display_w = 20'd0;
                vga_r_w = 8'b0;
                vga_g_w = 8'b0;
                vga_b_w = 8'b0;
            end
            S_DISPLAY: begin
                if(addr_display_r == 20'd307200 ) begin
                    addr_display_w = 20'd0;
                    vga_r_w = 8'b0;
                    vga_g_w = 8'b0;
                    vga_b_w = 8'b0;
                end
                else if(x_cnt_r < (H_BLANK-1) || x_cnt_r > (H_TOTAL-2) || y_cnt_r < V_BLANK || y_cnt_r >= V_TOTAL) begin
                    addr_display_w = addr_display_r;
                    vga_r_w = 8'b0;
                    vga_g_w = 8'b0;
                    vga_b_w = 8'b0;
                end
                else begin
                    addr_display_w = addr_display_r + 20'd1;
                    vga_r_w = {i_pixel_value[0], i_pixel_value[1], i_pixel_value[2], i_pixel_value[3], i_pixel_value[4], i_pixel_value[5], i_pixel_value[6], i_pixel_value[7]}; 
                    vga_g_w = {i_pixel_value[0], i_pixel_value[1], i_pixel_value[2], i_pixel_value[3], i_pixel_value[4], i_pixel_value[5], i_pixel_value[6], i_pixel_value[7]}; 
                    vga_b_w = {i_pixel_value[0], i_pixel_value[1], i_pixel_value[2], i_pixel_value[3], i_pixel_value[4], i_pixel_value[5], i_pixel_value[6], i_pixel_value[7]}; 
                end
            end
        endcase
    end
    always_comb begin
        if(i_start_display) begin
            state_w = S_DISPLAY;
        end
        else begin
            state_w = state_r;
        end
    end
    always_ff @(posedge i_clk_25M or negedge i_rst_n) begin
        if (!i_rst_n) begin
            x_cnt_r <= 0;   
            y_cnt_r <= 0;
            hsync_r <= 1'b1;
            vsync_r <= 1'b1;
            vga_r_r <= 8'b0;
            vga_g_r <= 8'b0;
            vga_b_r <= 8'b0;
            addr_display_r <= 20'b0;
            state_r <= S_IDLE;
        end
        else begin
            x_cnt_r <= x_cnt_w;
            y_cnt_r <= y_cnt_w;
            hsync_r <= hsync_w;
            vsync_r <= vsync_w;
            vga_r_r <= vga_r_w;
            vga_g_r <= vga_g_w;
            vga_b_r <= vga_b_w;
            addr_display_r <= addr_display_w;
            state_r <= state_w;
        end
    end
endmodule
File: run.sh
#!/bin/bash
# OpenROAD 26Q1-2900-gdf79404cd8, Yosys 0.63+post, stock flow scripts
make -C /OpenROAD-flow-scripts/flow DESIGN_CONFIG=/design/flow/config.mk WORK_HOME=/design/flow/orfs finish
File: config.mk
export PLATFORM = sky130hd
export DESIGN_NAME = vga
export DESIGN_NICKNAME = vga
export VERILOG_FILES = /design/flow/design.v
export SDC_FILE = /design/flow/constraint.sdc
export NUM_CORES = 4
export LEC_CHECK = 1
export CORE_UTILIZATION = 30
File: constraint.sdc
current_design vga

set clk_period 4.5
set clk_io_pct 0.2

create_clock -name clk0 -period $clk_period [get_ports {i_clk_25M}]

set non_clock_inputs [all_inputs -no_clocks]
set_input_delay [expr $clk_period * $clk_io_pct] -clock clk0 $non_clock_inputs
set_output_delay [expr $clk_period * $clk_io_pct] -clock clk0 [all_outputs]
==> flow_summary.ini <==
; generated from flow reports
[placement]
place_area_sq_mm = 0.00343
gp_congestion = 0.833
port_buffers = 58
dp_hpwl_mm = 4.21
dp_slack_ps = 983

[routing]
vias = 2357
route.detailed.drc = 0
drt_iter0_drc = 104
drt-wirelength-per-cell_um = 13.8
vias_per_cell = 5.03
n_antenna_cell = 0
drt-total-wl_mm = 6.46
first_pass_iters = 4
postRouteAntennaNets = 0

[final_layout]
final_area_sq_mm = 0.00357
drive_above_1_share = 0.0618
syn2layout_area_growth_pct = 23.1
num-fill-cells = 916

[power_and_ir_drop]
power_uw = 1020
p_leak_uw = 0.00151
ir_worst_vdd_mv = 0.107
power_density_mw_per_mm2 = 287

[timing]
maxSlewViolCount = 0
tightest_slew_ps = 825
setup_tns_ps = 0
rsz0062_at_grt = false
finalSetupViolCount = 0
relSlewSlack = 0.449
finalClockSkew_ps = 6.96
hold_viol_final = 0
layout_setup_ws_ps = 728

[clock_network]
post_cts_buffers = 0
hold_buffers = 0
ctsResizeCount = 0
clk_pin_slew_worst_paths_ps = 90
cts_tree = built
worstSkewPairLatency_ps = 410

[worst_setup_path]
crit_path_end_kind = primary output
crit_type = clk -> out
critical_path_arrival_ps = 2870
crit_fanout = 2
worst-r2r-cell-count = 7
required_ps = 3600
critPathLaunchType = clock port

[yosys]
ys_async_sr_fraction = 1.00
ys_chip_area_sq_mm = 0.00290
synth_cells = 306
ys_sh_mux = 0.0103
synth_area_sq_mm = 0.00290
avgSynthCellArea_sq_um = 9.49
synth-xor-area-share = 0.0513
aoi_share = 0.100
synth.cellmix.simpleShare = 0.275
enable_flop_cells = 0
largest_area_cell = dfrtp_1
ys_seq_share = 0.441
flop_cell = dfrtp_1
synth_top_area_share = 0.422
synth_flops = 51
synth_warnings = 1
yosys-top-cells-area = dfrtp_1, or4_1, buf_4
ys_cells = 306
ys_types = 45
fa_ha_area_frac = 0.0345
synth.logic.top_family = simple AND/OR/NAND/NOR gates

[grt]
gr-usage-all-layers = 0.139
grt_pass1_wl_mm = 11.0
grt_max_degree = 52
grt_overflow = 0
grt_pass1_vias = 2264
antenna_found_initial = 0

[run]
tool_warnings = 39
maxCapViolations = 0

[run_status]
status = finished, final reports clean

[floorplan]
fp_util = 0.311
core-area_sq_mm = 0.00933
chip_area_sq_mm = 0.0101
rows = 35
die_x_um = 100
die_height_um = 100
ioPinCount = 68

[worst_hold_path]
holdPathStages = 1
min_path_type = reg -> reg
## report_power, final
group          internal, uW  switching, uW  leakage [uW]
combinational          55.2           50.3      0.000748
sequential              489           54.8      0.000686
clock                   212            164     0.0000770
## sequential cells by signal (all words and copies together) (netlist names)
| register | count |
|---|---|
| addr_display_r | 20 |
| hsync_r | 1 |
| state_r | 1 |
| vga_r_r | 8 |
| vsync_r | 1 |
| x_cnt_r | 10 |
| y_cnt_r | 10 |
## cell usage in the layout (no fill, tap or decap), drive strengths merged, types with 2 or more instances in the layout
| master | netlist | routed |
|---|---|---|
| dfstp | 2 | 2 |
| nand2b | 4 | 4 |
| o211ai | 4 | 4 |
| dfrtp | 49 | 49 |
| xnor2 | 5 | 5 |
| buf | 27 | 4 |
| ha | 8 | 8 |
| nor4 | 6 | 6 |
| nor2 | 23 | 23 |
| nand4 | 15 | 15 |
| inv | 6 | 6 |
| and2 | 5 | 5 |
| clkbuf | 11 | 11 |
| nand2 | 19 | 19 |
| nor3 | 3 | 3 |
| or2 | 3 | 3 |
| o31ai | 12 | 12 |
| a21oi | 15 | 15 |
| nand3 | 13 | 13 |
| and3 | 16 | 16 |
| xor2 | 12 | 12 |
| o21ai | 8 | 8 |
| and4 | 5 | 5 |
| clkdlybuf4s50 | 0 | 57 |
| mux2i | 3 | 3 |
| or4 | 19 | 19 |
## synthesized netlist by cell type (2+ instances only)
master and number:
a21oi_1 15, and2_1 5, and3_1 16, and4_1 5, buf_1 3, buf_2 4, buf_4 18, buf_6 2
clkbuf_1 11, dfrtp_1 49, dfstp_2 2, ha_1 8, inv_1 6, mux2i_1 3, nand2_1 19, nand2b_1 4
nand3_1 13, nand4_1 15, nor2_1 22, nor3_1 2, nor4_1 6, o211ai_1 4, o21ai_0 4, o21ai_1 4
o31ai_1 12, or2_2 2, or4_1 19, xnor2_1 5, xor2_1 12
## worst paths after layout
check	slack [ps]	to	start
worst max-delay path	730	VGA_CLK	i_clk_25M
worst min-delay path	510	x_cnt_r[0]$_DFF_PN0_	x_cnt_r[0]$_DFF_PN0_
worst max register to register	1830	addr_display_r[18]$_DFFE_PN0P_	y_cnt_r[0]$_DFFE_PN0P_
worst min register to register	510	x_cnt_r[0]$_DFF_PN0_	x_cnt_r[0]$_DFF_PN0_
max in group asynchronous	3470	y_cnt_r[9]$_DFFE_PN0P_	i_rst_n
min in group asynchronous	600	addr_display_r[13]$_DFFE_PN0P_	i_rst_n
## metal layers
metal	share of wire	wire (um)	up-vias	track usage
met5	0	0	-	0
met4	0.014	93	0	0.0223
met3	0.046	295	8	0.0305
met2	0.45	2880	50	0.206
met1	0.49	3190	1143	0.217
li1	-	-	1156	-
## logic make-up after synthesis
group | count (synthesis)
other | 1
multiplexers | 3
AND/OR/NAND/NOR | 137
buffers and inverters | 44
flip-flops | 51
adder cells (fa/ha/maj) | 8
AND-OR/OR-AND | 45
XOR/XNOR | 17
## metrics by stage
| step | util | hold slack (ps) | cells |
|---|---|---|---|
| floorplan | - | 475 | 306 |
| global placement | 0.368 | 499 | 458 |
| detailed placement | 0.368 | 500 | 458 |
| CTS | 0.383 | 513 | 469 |
| global route | 0.383 | 549 | 469 |
| finish | 0.383 | 511 | 469 |
## layout make-up
cell class | instances | area, sq um | area share
Tap cell | 129 | 161 | 0.0452
Multi-Input combinational cell | 211 | 1370 | 0.384
Sequential cell | 51 | 1280 | 0.358
Timing Repair Buffer | 60 | 588 | 0.165
Inverter | 6 | 22.5 | 0.00630
Clock buffer | 12 | 151 | 0.0424
## critical path, cell delays in order
cell and delay (ps):
clkbuf_8 110, clkbuf_8 120, clkdlybuf4s50_1 390
Power and IR drop assume default switching activity.
